<file path="design.v">
module clkgen 
  (
   input  clk,
   input  reset,
   output pclk,
   output iclk,
   output dclk
   );
   localparam s0 = 0, s1 = 1, s2 = 2;
   reg [1:0]  state, nstate;
   reg [2:0]  cont, ncont;
   assign pclk = cont[2];
   assign iclk = cont[1];
   assign dclk = cont[0];
   always @ (state, reset, cont) begin
      ncont = cont;
      nstate = state;
      case (state)
	s0: begin
           nstate = s1;
           ncont = 3'b100;
	end
	s1: begin
           nstate = s2;
           ncont = 3'b010;
	end
	default: begin
           nstate = s0;
           ncont = 3'b001;
	end
      endcase
      if (reset == 1'b1) begin
	 nstate = s0;
	 ncont = 0;
      end
   end
  always @ (posedge clk) begin
     state <= nstate;
     cont <= ncont;
  end
endmodule  
</file>
<file path="constraint.sdc">
current_design clkgen

set clk_period 1.0
set clk_io_pct 0.2

create_clock -name clk0 -period $clk_period [get_ports {clk}]

set non_clock_inputs [all_inputs -no_clocks]
set_input_delay [expr $clk_period * $clk_io_pct] -clock clk0 $non_clock_inputs
set_output_delay [expr $clk_period * $clk_io_pct] -clock clk0 [all_outputs]
</file>
<file path="config.mk">
export PLATFORM = sky130hd
export DESIGN_NAME = clkgen
export DESIGN_NICKNAME = clkgen
export VERILOG_FILES = /design/flow/design.v
export SDC_FILE = /design/flow/constraint.sdc
export NUM_CORES = 4
export LEC_CHECK = 1
export CORE_AREA = 10 10 70 70
export DIE_AREA = 0 0 80 80
</file>
<file path="run.sh">
#!/bin/bash
# OpenROAD 26Q1-2900-gdf79404cd8, Yosys 0.63+post, stock flow scripts
make -C /OpenROAD-flow-scripts/flow DESIGN_CONFIG=/design/flow/config.mk WORK_HOME=/design/flow/orfs finish
</file>
==> run_results.csv <==
group,metric,value,unit
routing,drc_errors,0,
clock_tree,cts_buffers,3,
min_path,min_path_type,"reg -> reg",
setup_path,cp_slowest_cell,"dfxtp_1",
grt,antenna_found_initial,0,
logic_synthesis,top_cell_area_share,0.768,
setup_path,cp-startpoint,"cont[2]$_SDFF_PP0_",
setup_path,end_kind,"primary output",
grt,grt_max_degree,6,
run,warnings,25,
final_timing,rsz0062_at_grt,"false",
final_timing,fin_crit_sh,0.955,
setup_path,cp_top_family,"flip-flops",
setup_path,timing.rr.start,"state[1]$_DFF_P_",
logic_synthesis,synth_warnings,1,
pwr,p_leak,0.101,nW
placement,io_buffer_count,4,
logic_synthesis,synth_flop_count,6,
grt,overflow,0,
grt,gr-usage-all-layers,0.0116,
setup_path,crit_chain,"dlygate4sd2_1",
clock_tree,htreeDepth,1,
pwr,p_clk_frac,0.433,
clock_tree,clk_path_buf_depth,2,
grt,grt_pass1_vias,127,
clock_tree,clk_pin_slew_worst_paths,0.04,ns
setup_path,worstPathArrival,0.76,ns
grt,gr-max-usage-layer,"met3",
routing,diodes,0,
setup_path,startpoint_type,"flip-flop",
placement,dp_cells,63,
clock_tree,clockRootBuffer,"clkbuf_4",
pwr,comb_power_share,0.053,
setup_path,worst-path-buf-inv,1,
routing,detail_route.first_pass.iterations,2,
pwr,p_sw_frac,0.189,
run_status,status,"finished, final reports clean",
grt,grtUsageMet2,0.00963,
logic_synthesis,yosysCellCount,12,
pwr,internal_power,0.000410,W
setup_path,worst_ep_required_time,0.80,ns
grt,grt_use_met3,0.0273,
floorplan,rows,21,
min_path,hp-start,"state[1]$_DFF_P_",
floorplan,core,0.00342,mm2
floorplan,pin_count,5,
routing,vias,107,
final_timing,worst_pin_slew,0.141,ns
clock_tree,cts_tree,"yes",
pwr,power.switching,0.0000955,W
pwr,ir_drop,289,uV
floorplan,fp.dieH,80,um
final_timing,fin_crit,0.955,ns
pwr,seqPwrFrac,0.514,
routing,drt_wl_total,307,um
floorplan,die_area,0.00640,mm2
final_timing,slew_headroom,0.905,
final_timing,max_freq,1.05,GHz
clock_tree,cts.sinks,6,
setup_path,r2r_setup_slack,0.41,ns
logic_synthesis,synth_cells,12,
run,drv_cap,0,
logic_synthesis,synth.cell_area,156,um2
setup_path,slowest_delay,0.29,ns
clock_tree,worstSkewPairLatency,0.24,ns
final_layout,syn2layout_area_growth,82.4,%
final_timing,maxSlewViolCount,0,
clock_tree,postCtsHoldBufs,0,
final_layout,drive_gt1_frac,0.300,
pwr,p_per_area,1770,mW/mm2
setup_path,critPathKind,"reg -> out",
logic_synthesis,ys_area,156,um2
placement,globalplace.congestion,0.626,
logic_synthesis,synth_area_leader_cell,"dfxtp_1",
final_timing,hold_violations,0,
final_layout,layout.cells.non_filler,66,
final_timing,tns,0,ns
routing,wire_per_inst,4.65,um
logic_synthesis,synth.avg_cell_area,13.0,um2
logic_synthesis,yosys.stat.seqShare,0.768,
grt,grt_pass1_wl,510,um
logic_synthesis,ys_types,4,
routing,vias_per_cell,1.62,
logic_synthesis,topCellsByArea,"dfxtp_1 (77%), nor2b_1 (16%), or2_1 (4.0%), nor3_1 (3.2%)",
floorplan,chipWidth,80,um
floorplan,fp_util,0.0458,
grt,met1_usage,0.00803,
final_timing,setup_violations,0,
routing,drt_iter0_drc,3,
setup_path,crit_fanout,1,
final_timing,worst_clock_skew,0.00385,ns
routing,ant_nets,0,
## synthesized netlist by cell type (all sizes together)
cell and count:
dfxtp 6, nor3 1, nor2b 4, or2 1
## power by group through the flow
stage,sequential [W],combinational [W],clock [W]
CTS,0.000259,0.0000266,0.000226
global route,0.000262,0.0000301,0.000241
finish,0.000260,0.0000269,0.000219
## cells by family after synthesis
group | share of synthesized area
flops | 0.768
simple gates | 0.232
## repair_timing
item                                   CTS  global route
setup buffers                            0             0
resized                                  3             4
endpoints found under the hold margin    0             0
setup endpoints to repair                3             2
gates cloned                             0             0
## state kept, by name, indices dropped and copies added, names as in the netlist
| signal | cells |
|---|---|
| state | 3 |
| cont | 3 |
## per-layer routing
metal,wire length [um],share of wire
met4,0,0
met1,108,0.35
met5,0,0
met2,71,0.23
met3,126,0.41
## metrics by stage
stage / area, um2 / hold WS (ns) / power (W) / setup slack [ns] / util
after global routing: 285 / 0.429 / 0.000533 / 0.00789 / 0.0835
after CTS: 280 / 0.411 / 0.000512 / 0.0253 / 0.0821
final: 285 / 0.406 / 0.000505 / 0.0447 / 0.0835
after global placement: 262 / 0.394 / 0.000292 / 0.0488 / 0.0766
after floorplan: 156 / 0.271 / 0.000269 / 0.427 / -
after detailed placement: 262 / 0.401 / 0.000294 / 0.00534 / 0.0766
## cell type report
class                      instances  area [um2]
clock buffer                       3        22.5
fill                             404        3130
timing repair buffer               5        46.3
multi-input combinational          6        36.3
sequential                         6         123
tap                               46        57.6
## final timing paths
check,to,cells after the start
max,pclk,1
max reg2reg,state[0]$_DFF_P_,1
min reg2reg,state[0]$_DFF_P_,1
min,state[0]$_DFF_P_,1
## cells in the final DEF (no fill, tap or decap), drive strengths merged
cell type	netlist	routed
clkdlybuf4s50	0	1
clkbuf	0	3
buf	0	1
clkdlybuf4s15	0	2
or2	1	1
dlygate4sd2	0	1
dfxtp	6	6
nor2b	4	4
nor3	1	1
Power figures rest on the tool's default switching activity, not on a simulated workload.
