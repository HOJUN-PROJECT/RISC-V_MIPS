===== ./config.mk =====
export PLATFORM = sky130hd
export DESIGN_NAME = control
export DESIGN_NICKNAME = control
export VERILOG_FILES = /design/flow/design.v
export SDC_FILE = /design/flow/constraint.sdc
export NUM_CORES = 4
export LEC_CHECK = 1
export CORE_AREA = 10 10 70 70
export DIE_AREA = 0 0 80 80

===== ./constraint.sdc =====
current_design control

set clk_period 1.7
set clk_io_pct 0.2

create_clock -name clk0 -period $clk_period

set non_clock_inputs [all_inputs -no_clocks]
set_input_delay [expr $clk_period * $clk_io_pct] -clock clk0 $non_clock_inputs
set_output_delay [expr $clk_period * $clk_io_pct] -clock clk0 [all_outputs]

===== ./design.v =====
module control 
  (
   input [5:0]	opcode,
   input [5:0]  funct,
   output	regdst,
   output	alusrc,
   output	memtoreg,
   output	regwrite,
   output	memread,
   output	memwrite,
   output	branch,
   output   bne_out,
   output   addi,
   output   slti,
   output   j,
   output [1:0]	aluop
   );
   wire r_format, lw, sw, beq, bne, jump;
   assign r_format = (opcode == 0) ? 1'b1 : 1'b0;
   assign lw = (opcode ==   35) ? 1'b1 : 1'b0;
   assign sw = (opcode == 43) ? 1'b1 : 1'b0;
   assign beq = (opcode == 4) ? 1'b1 : 1'b0;
   assign bne = (opcode == 5) ? 1'b1 : 1'b0;
   assign addi = (opcode == 8) ? 1'b1 : 1'b0;
   assign slti = (opcode == 10) ? 1'b1 : 1'b0;
   assign jump = (opcode == 2) ? 1'b1 : 1'b0;
   assign jr = (funct == 8) ? 1'b1 : 1'b0;
   assign regdst = r_format;
   assign alusrc = lw | sw | addi | slti;
   assign memtoreg = lw;
   assign regwrite = r_format | lw | addi | slti;
   assign memread  = lw;
   assign memwrite = sw; 
   assign branch = beq;
   assign aluop[1] = r_format | slti;
   assign aluop[0] = beq | bne | slti;
   assign bne_out = bne;
   assign j = jump;
endmodule  

===== ./run.sh =====
#!/bin/bash
# OpenROAD 26Q1-2900-gdf79404cd8, Yosys 0.63+post, stock flow scripts
make -C /OpenROAD-flow-scripts/flow DESIGN_CONFIG=/design/flow/config.mk WORK_HOME=/design/flow/orfs finish

==> flow_summary.toml <==
# generated from flow reports
[status]
status = "finished clean"

[die]
core_um2 = 3420
pin_count = 25
initCoreUtil_pct = 6.34
die_x_um = 80
dieArea_um2 = 6400
row_count = 21
die_h_um = 80

[drt]
wl_met3_um = 141
wl_per_cell_um = 10.0
drcViolationCount = 0
diodes = 0
wl_met1_um = 436
top_layer_used = "met3"
vias = 345
wl_um = 1080
routed-wl-met2_um = 505
antenna_left = 0
viasPerCell = 3.19
detail_route.first_pass.iterations = 2
detail_route.iter0.violations = 23

[critical_path]
startpoint = "opcode[5]"
worstPathArrival_ns = 1.33
critPathKind = "in2out"
required_ns = 1.36
start_kind = "input pin"
endpoint_kind = "output port"
worstPathMaxFanout = 3

[synthesis]
ys_warn_count = 1
ys_seq_share_pct = 0
synth_top_area_share_pct = 11.6
postSynthAreaPerCell_um2 = 6.98
ys_area_um2 = 216
area_leaders = "nor3_1, or3_4, nand4b_1"
syn-cell-area_um2 = 216
synth_cell_types = 19
synthCells = 31
yosys-top-cells-count = "nor3_1, buf_2, nor2_1"
yosysCellCount = 31
top_cell = "nor3_1"
top_area_cell = "nor3_1"

[clocking]
cts_hold_buf = 0

[sta]
slew_violations = 0
hold_violations = 0
rsz0062_at_grt = "true"
finalSetupViolCount = 0
finalClockPeriodUsage_pct = 98.0
maxSlewHeadroom_pct = 84.6
timing.fmax_ghz = 0.600
worstMarginPinSlew_ns = 0.228
period_needed_ns = 1.67
whs_ns = 1.09

[layout]
seq_cell_count = 0
seqCellArea_um2 = 0
final_cells = 108
comb_area_um2 = 220
final_core_util_pct = 16.4
n_fill_cell = 386
drive_above_1_share_pct = 66.1
n_clock_buffer = 0
area_growth_pct = 160

[global_routing]
grt_pass1_vias = 337
grt_max_degree = 10
grt_antenna_before_repair = 0
grt_pass1_wl_um = 1700
grtUsageTotal_pct = 3.26
grt_overflow = 0

[min_path]
hold_class = "in2out"
hold_path_depth = 4
worstHoldStart = "opcode[2]"

[placement]
io_buffers = 19
gp_congestion = 0.810
hpwlAfterDp_um = 906
dp_cells = 103

[pwr]
powerDensity_nw_per_um2 = 152
vdd_drop_max_uv = 26.9
p_leak_nw = 0.261
report.power.total_uw = 85.6

[run]
warnings = 40
maxCapViolCount = 0
-- cell type report --
type               instances  share of cell area, %
inverters                  2                   1.34
multi-input cells         25                   39.2
well taps                 46                   10.2
repair buffers            35                   49.2
-- where the power goes --
group          total (mW)  internal, mW  leakage, nW  switching, mW
clock network           0             0            0              0
registers               0             0            0              0
logic              0.0856        0.0490        0.261         0.0366
total              0.0856        0.0490        0.261         0.0366
-- path summary, 6_finish.rpt --
path	to	slack, ns
setup / recovery	branch	0.03
hold / removal	regwrite	1.09
-- critical path, cell delays in order --
cell,delay [ns]
buf_6,0.10
or3_4,0.39
buf_6,0.13
nor4b_2,0.23
buf_2,0.14
-- cells in the final DEF (no fill, tap or decap), drive strengths merged --
master,Yosys,final
clkbuf,0,3
inv,2,2
or3,2,2
buf,4,23
clkdlybuf4s15,0,2
and3,1,1
dlygate4sd2,0,7
nor3,6,6
nor4b,2,2
a21oi,1,1
xor2,1,1
o21ai,1,1
nor2,3,3
o22a,1,1
nand4b,2,2
nor4,1,1
nand2b,3,3
a211oi,1,1
-- logic make-up (layout without fill, tap and decap cells) --
kind of cell    count (synthesis)  in the layout  share of synthesized area (%)
simple gates                   20             20                           69.4
xor+xnor                        1              1                           4.05
compound gates                  4              4                           12.7
buf+inv                         6             37                           13.9
-- timing repair --
action	4_1_cts	5_1_grt
setup buffers	5	0
pin swaps	5	3
endpoints found under the setup margin	13	7
gates resized	50	11
-- routing by layer --
metal  global-route usage, %  up-vias
li1                        -      175
met1                    4.15      160
met2                    5.22       10
met3                    1.48        0
met4                       0        0
met5                       0        -
-- metrics by stage --
stage	cell area (um2)	setup TNS, ns	worst slack [ns]
floorplan	216	0	0.344
global placement	524	-7.55	-0.624
detailed placement	524	-7.53	-0.633
CTS	563	-0.0975	-0.0975
global route	562	-0.0109	-0.0109
finish	562	0	0.0345
Power and IR drop assume default switching activity.
