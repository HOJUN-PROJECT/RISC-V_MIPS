File: flow/constraint.sdc
current_design execute

set clk_period 29.2
set clk_io_pct 0.2

create_clock -name clk0 -period $clk_period

set non_clock_inputs [all_inputs -no_clocks]
set_input_delay [expr $clk_period * $clk_io_pct] -clock clk0 $non_clock_inputs
set_output_delay [expr $clk_period * $clk_io_pct] -clock clk0 [all_outputs]
File: flow/design.v
module execute (
    input [31:0] read_data_1,
    input [31:0] read_data_2,
    input [31:0] sign_extend,
    input [5:0] funct,
    input [1:0] aluop,
    input alusrc,
    output reg zero,
    output reg [31:0] alu_result,
    output reg signed [9:0] add_result,
    input [9:0] pc_plus_4
);
    reg signed [31:0] aluin1, aluin2;
    reg signed [31:0] alu_output;
    reg [2:0] alu_ctl;
    reg [2:0] alu_ctl2;
    always @ (
        pc_plus_4, sign_extend, read_data_1, read_data_2, alusrc,
        aluop, funct, alu_ctl, alu_output
    ) begin
        add_result = pc_plus_4 + {sign_extend[7:0], 2'b00};
        aluin1 = read_data_1;
        if (alusrc == 1'b0) begin
            aluin2 = read_data_2;
        end else begin
            aluin2 = sign_extend;
        end
        alu_ctl = 3'b000;  
        if (aluop == 2'b00) begin  
            alu_ctl = 3'b010;
        end else if (aluop == 2'b01) begin  
            alu_ctl = 3'b110;
        end else if (aluop == 2'b10) begin
            if (funct == 6'b100000) begin  
                alu_ctl = 3'b010;
            end else if (funct == 6'b100010) begin  
                alu_ctl = 3'b110;
            end else if (funct == 6'b100100) begin  
                alu_ctl = 3'b000;
            end else if (funct == 6'b100101) begin  
                alu_ctl = 3'b001;
            end else if (funct == 6'b101010) begin  
                alu_ctl = 3'b111;
            end else if (funct == 6'b100110) begin  
                alu_ctl = 3'b011;
            end else if (funct == 6'b100111) begin  
                alu_ctl = 3'b100;
            end else if (funct == 6'b011000) begin  
                alu_ctl = 3'b101;
            end
        end
        case (alu_ctl)
            3'b000: alu_output = aluin1 & aluin2;
            3'b001: alu_output = aluin1 | aluin2;
            3'b010: alu_output = aluin1 + aluin2;
            3'b011: alu_output = aluin1 ^ aluin2;
            3'b100: alu_output = ~(aluin1 | aluin2);
            3'b101: alu_output = aluin1 * aluin2;
            3'b110: alu_output = aluin1 - aluin2; 
            3'b111: alu_output = (aluin1 < aluin2) ? 1 : 0;
            default: alu_output = 0;
        endcase
        if (alu_output == 0)
            zero = 1;
        else
            zero = 0;
        if (alu_ctl == 3'b111)
            alu_result = alu_output[31];
        else
            alu_result = alu_output;
    end
endmodule  
File: flow/config.mk
export PLATFORM = sky130hd
export DESIGN_NAME = execute
export DESIGN_NICKNAME = execute
export VERILOG_FILES = /design/flow/design.v
export SDC_FILE = /design/flow/constraint.sdc
export NUM_CORES = 4
export LEC_CHECK = 1
export CORE_UTILIZATION = 40
File: flow/run.sh
#!/bin/bash
# OpenROAD 26Q1-2900-gdf79404cd8, Yosys 0.63+post, stock flow scripts
make -C /OpenROAD-flow-scripts/flow DESIGN_CONFIG=/design/flow/config.mk WORK_HOME=/design/flow/orfs finish
==> run notes <==
yosys + openroad results -> fraction of layout cells with a size suffix above 1=4.21%, I/O Pins=158, final hold vios=0, Syn Std Cell Area=0.0221 mm², Seq Cell Count=0, yosys cell count=2788, setup TNS=0 ps, max cap viols=0, dpl cell area=0.0246 mm², # hold bufs at CTS=0, number of post-CTS setup repair buffers=0, Die Span Y=237 µm, WP data required=23360 ps, YS warnings=1, Antenna Nets Post-Route=0, initial antenna violation count=5, OpenROAD warnings=96, DRC Markers=0, Seq/Total Area, Yosys=0%, Seq. cell area=0 µm², status=finished, final reports clean, number of global-route vias before repair=21419, Worst Hold End=add_result[0], hold path startpoint=pc_plus_4[0], RSZ-0062 raised after global routing=false, post-CTS resize count=0, CP Capture Type=output pin, worst slack, placed=6620 ps, Distinct cells, synth=92, Top-area cell share=37.2%, CP Buf/Inv Count=11, Top cells by area=fa_1 (37%), ha_1 (14%), inv_1 (8.8%), nor2_1 (7.7%), xnor2_1 (3.8%), Setup CP Type=primary input to output pin, area figure in the yosys stat output=0.0221 mm², syn_area_per_cell=7.94 µm², Max stage delay on crit path=530 ps, largest net degree at the start of global routing=49, fin crit period=22730 ps, cell family with most CP delay=adder cells, Synth area leader=fa_1, Tcrit/Tclk final=77.8%, final wirelength=91600 µm, Internal Power=0.00245 W, via count=20472, Rel. slew slack=39.0%, Syn-to-layout area delta=11.1%, Mapped Cells=2788, # fillers=5325, RePlAce Congestion=1.01, Post-Route Utilization=45.4%, fin worst setup slack=6470 ps, Setup-failing EPs final=0, VDD IR max=1.06 mV, Via-to-Cell Ratio=5.73, grt ovf=0, Pwr per Cell Area=271 mW/mm², NetSw=0.00421 W, worst hold path type=primary input to output pin, Crit Path Max Fanout=24, wire per inst=25.7 µm, Switching Fraction=63.2%, final slew viol count=0, first-pass GRT wire length=138000 µm, most used cell, CP=inv_1, Critical Path Start Type=primary input, FP Util=40.8%, Critical-path top delay cell=or4b_1, Hold Crit Depth=0, Gate Area=0.0197 mm², chip area=0.0563 mm², HPWL Detailed=73800 µm, port bufs=154, Crit path arrival time=16890 ps, WHS=11680 ps, post-route cell area=0.0246 mm², static leakage=11.9 nW, width of the die=237 µm, Initial DRC Count=1534, Overall Global Routing Usage=35.2%, clock buffers=0, Core Area=0.0542 mm², iteration tally of the first detailed-router pass=5, worst slew pin tran=891 ps, fmax=44.0 MHz, row cnt=85
## how the worst max path moves through the flow
| stage | start | to | slack [ps] | depth (start not counted) |
|---|---|---|---|---|
| finish | alusrc | zero | 6470 | 34 |
| global route | alusrc | zero | 6070 | 34 |
| CTS | alusrc | zero | 6550 | 34 |
## Yosys cell counts, drive strengths merged, types with 7 or more instances
cell / n
or3: 15
nand2: 212
o31ai: 13
xor2: 16
nor4: 12
o22a: 7
fa: 411
mux2: 10
clkbuf: 106
a221oi: 11
nand3: 40
o211ai: 23
o22ai: 15
nand2b: 16
a21oi: 106
a21o: 21
nand4: 11
nor2: 454
and3: 11
a31oi: 27
nor3: 33
a22oi: 8
inv: 519
o31a: 7
o21ai: 83
xnor2: 95
a211oi: 18
ha: 253
buf: 27
mux2i: 36
clkinv: 12
o21a: 12
o21bai: 16
nor2b: 10
o221ai: 7
## power by group through the flow
stage	Combinational (W)	Clock (W)	Sequential [W]
after global routing	0.00724	0	0
after CTS	0.00674	0	0
## layout make-up
cell class,instances,share of cell area [%]
Multi-Input combinational cell,2124,80.1
Inverter,531,8.10
Antenna cell,3,0.0305
Tap cell,696,3.54
Timing Repair Buffer,218,8.20
## kinds of logic (layout without fill, tap and decap cells)
kind of cell / after synthesis / in the layout / share of synthesized area (%)
and+or+nand+nor: 860 / 860 / 17.0
adders and majority gates: 664 / 664 / 51.4
buffers and inverters: 664 / 749 / 11.5
AOI/OAI and AO/OA: 443 / 443 / 13.6
xor gates and xnor gates: 111 / 111 / 4.39
muxes: 46 / 46 / 2.14
other: 0 / 3 / 0
## stage by stage
stage,cells,power [W]
6_report,3572,0.00666
5_1_grt,3569,0.00724
4_1_cts,3569,0.00674
3_5_place_dp,3569,0.00668
3_3_place_gp,3569,0.00672
2_1_floorplan,2788,0.00412
## layout by cell type, fill, tap and decap left out, types with 40 or more instances in the layout
cell type	n
a21oi_1	106
buf_4	64
clkdlybuf4s50_1	153
fa_1	411
ha_1	253
inv_1	518
nand2_1	212
nand3_1	40
nor2_1	452
o21ai_0	77
xnor2_1	95
## metal layers
layer	vias up	GRT usage [%]	part of all wire, %
li1	9068	-	-
met1	10111	47.7	40
met2	1081	54.3	46
met3	208	11.5	10
met4	4	12.1	4.6
met5	-	0	0.032
Power figures rest on the tool's default switching activity, not on a simulated workload.
